==> /design/flow/design.v <==
module ysyx_24110006_RegisterFile #(ADDR_WIDTH = 5, DATA_WIDTH = 32) (
  input i_clock,
  input i_reset,
  input [DATA_WIDTH-1:0] i_wdata,
  input [ADDR_WIDTH-1:0] i_waddr,
  input [ADDR_WIDTH-1:0] i_raddr1,
  input [ADDR_WIDTH-1:0] i_raddr2,
  input i_wen,
  output [DATA_WIDTH-1:0] o_rdata1,
  output [DATA_WIDTH-1:0] o_rdata2,
  input i_valid,
  output reg o_valid
);
  reg [DATA_WIDTH-1:0] rf [2**4-1:0];
  always @(posedge i_clock) begin
    if (i_valid && i_wen && i_waddr != 0) rf[i_waddr[3:0]] <= i_wdata;
  end
  always@(posedge i_clock)begin
    if(i_reset) o_valid <= 0;
    else if(i_valid) o_valid <= 1;
    else if(o_valid) o_valid <= 0;
  end
  wire [31:0] rdata1_low = {({32{i_raddr1[3:0] == 'd1}} & rf[1]) |
                    ({32{i_raddr1[3:0] == 'd2}} & rf[2]) |
                    ({32{i_raddr1[3:0] == 'd3}} & rf[3]) |
                    ({32{i_raddr1[3:0] == 'd4}} & rf[4]) |
                    ({32{i_raddr1[3:0] == 'd5}} & rf[5]) |
                    ({32{i_raddr1[3:0] == 'd6}} & rf[6]) |
                    ({32{i_raddr1[3:0] == 'd7}} & rf[7]) 
                    };
  wire [31:0] rdata1_high = {({32{i_raddr1[3:0] == 'd8}} & rf[8]) |
                     ({32{i_raddr1[3:0] == 'd9 }} & rf[9]) |
                     ({32{i_raddr1[3:0] == 'd10}} & rf[10]) |
                     ({32{i_raddr1[3:0] == 'd11}} & rf[11]) |
                     ({32{i_raddr1[3:0] == 'd12}} & rf[12]) |
                     ({32{i_raddr1[3:0] == 'd13}} & rf[13]) |
                     ({32{i_raddr1[3:0] == 'd14}} & rf[14]) |
                     ({32{i_raddr1[3:0] == 'd15}} & rf[15])
                     };
  wire [31:0] rdata2_low = {({32{i_raddr2[3:0] == 'd1}} & rf[1]) |
                    ({32{i_raddr2[3:0] == 'd2}} & rf[2]) |
                    ({32{i_raddr2[3:0] == 'd3}} & rf[3]) |
                    ({32{i_raddr2[3:0] == 'd4}} & rf[4]) |
                    ({32{i_raddr2[3:0] == 'd5}} & rf[5]) |
                    ({32{i_raddr2[3:0] == 'd6}} & rf[6]) |
                    ({32{i_raddr2[3:0] == 'd7}} & rf[7])
                    };
  wire [31:0] rdata2_high = {({32{i_raddr2[3:0] == 'd8}} & rf[8]) |
                     ({32{i_raddr2[3:0] == 'd9 }} & rf[9]) |
                     ({32{i_raddr2[3:0] == 'd10}} & rf[10]) |
                     ({32{i_raddr2[3:0] == 'd11}} & rf[11]) |
                     ({32{i_raddr2[3:0] == 'd12}} & rf[12]) |
                     ({32{i_raddr2[3:0] == 'd13}} & rf[13]) |
                     ({32{i_raddr2[3:0] == 'd14}} & rf[14]) |
                     ({32{i_raddr2[3:0] == 'd15}} & rf[15])
                     };
  assign o_rdata1 = i_raddr1[3] ? rdata1_high : rdata1_low;
  assign o_rdata2 = i_raddr2[3] ? rdata2_high : rdata2_low;
endmodule
==> /design/flow/run.sh <==
#!/bin/bash
# OpenROAD 26Q1-2900-gdf79404cd8, Yosys 0.63+post, stock flow scripts
make -C /OpenROAD-flow-scripts/flow DESIGN_CONFIG=/design/flow/config.mk WORK_HOME=/design/flow/orfs finish
==> /design/flow/config.mk <==
export PLATFORM = sky130hd
export DESIGN_NAME = ysyx_24110006_RegisterFile
export DESIGN_NICKNAME = ysyx_24110006_RegisterFile
export VERILOG_FILES = /design/flow/design.v
export SDC_FILE = /design/flow/constraint.sdc
export NUM_CORES = 4
export LEC_CHECK = 1
export CORE_UTILIZATION = 50
==> /design/flow/constraint.sdc <==
current_design ysyx_24110006_RegisterFile

set clk_period 6.8
set clk_io_pct 0.2

create_clock -name clk0 -period $clk_period [get_ports {i_clock}]

set non_clock_inputs [all_inputs -no_clocks]
set_input_delay [expr $clk_period * $clk_io_pct] -clock clk0 $non_clock_inputs
set_output_delay [expr $clk_period * $clk_io_pct] -clock clk0 [all_outputs]
==> notes.md <==
Results of the flow run.

Of the synthesized area, sequential elements account for 0.641. The final weighted congestion recorded by global placement is ~0.9. For reference, the critical path cell chain is buf_4, buf_4, nor2b_2, buf_4, a221oi_1, a32oi_1, clkdlybuf4s50_1. The required arrival time at the worst endpoint stands at about 5400 ps. Post-CTS repair changed the size of 0 cells.

Summed over all cells, the static leakage comes to 0.00850 µW. The number of buffers and inverters on the critical path stands at 4. Post-synth the commonest register cell is sky130_fd_sc_hd__edfxtp_1. By instance count, the cell type seen most on the critical path is sky130_fd_sc_hd__buf_4.

The count of library flops with an enable pin stands at 480. The setup TNS stands at 0 ps. The sum of routed wire length over all layers stands at 74.7 mm.

According to the timing report, the critical path is captured at o_rdata2[12]. The final design instance area without fill stands at 25900 µm². The XOR/XNOR share of the synthesized area stands at 0. The share of post-route cells with drive strength above 1 stands at 0.161. The report lists the power per cell area as 251 nW/µm².

According to the dpl log, the detail-placed design has an HPWL of 42.7 mm. The total of hold buffers inserted after clock tree synthesis stands at 0. The number of antenna violations at the first check in global routing came to 2. The run finished with clean final reports. The clock net sink count stands at between 400 and 500. Per the post-CTS timing run, clock transition at the registers of the reported paths is 60 ps.

The warning tally printed by Yosys for this design is 1. The completed layout was analyzed and its total power is between 6000 and 7000 µW. Setup repair after global routing left no endpoint under its margin. Per the CTS log, the root buffer master is sky130_fd_sc_hd__clkbuf_16.

Entering global routing, the biggest net connects 50 pins. The share of the core filled with cells stands at 0.585. Among cell families on the critical path, the largest total delay comes from buffers and inverters.

The pin closest to its max-slew limit shows a slew of 908 ps. The number of violations reported at the end of detailed-routing iteration 0 stands at 1273. The number of nets with antenna violations after detailed routing stands at 0.

The post-CTS setup-driven buffer insertion count stands at 0. The arithmetic-cell share of the synthesized area counting full adders, half adders and majority gates stands at 0. The script logs the mean routed wire length per placed instance as roughly 32 µm.

Counting distinct cell types in the post-synthesis netlist gives 54. The total of flip-flops plus latches after synthesis stands at 481. In the global route stage, overall resource usage came out at 0.360. Summing all multiplexer cells gives an area fraction of 0.0992.

The highest achievable clock rate stands at 0.174 GHz. The critical path's slowest stage uses the library cell sky130_fd_sc_hd__buf_4. TritonCTS built the clock tree. The path class of the tightest hold or removal check is in2reg.

The I/O pin total stands at 116. For this run, the detailed router's first-pass iteration total came to 5. Across all stage logs, warnings added up to 28. Looking at the clock tree report, the H-tree level count equals 2.

Per the detail_route report, vias per standard cell equal 6.79. For reference, the critical path is launched at i_raddr2[1]. The overall via count from detail_route stands at 16087. The critical path is of the in2out type.

The cell area after synthesis stands at 22500 µm². Per the synthesis report, the simple-gate share of the synthesized area is 0.0585. The share of synthesized registers carrying an async set or reset stands at 0. The critical path crosses 7 cells after its start point.

In this run, the synthesized area fraction spent on AND-OR/OR-AND gates is recorded as 0.170. Compared with the post-synthesis result, the final layout area differs by 15.2%. The minimum period implied by the final worst setup slack stands at about 5800 ps. Along the worst path, the maximum fanout reaches 40.

The worst-case clock buffer depth stands at 3. Pins over their slew limit in the final report were tallied at 0. The worst setup path is captured at a primary output. In the synthesized netlist, the dominant kind of combinational cell is AND-OR/OR-AND gates.

After layout, the worst setup slack is 1040 ps. The total cell area at the placement stage stands at ~24000 µm². The detailed-route DRC error count stands at 0. The critical path arrival stands at 4400 ps.

Yosys reports a chip area of 22500 µm². The worst setup slack before clock tree synthesis stands at 1140 ps. Leaving out buffers and inverters, the combinational logic in the layout accounts for 7520 µm².

The via count of the first global-routing pass stands at 16949. The core region is 44300 µm². According to the floorplan report, the die height is around 210 µm. STA classifies the critical path startpoint as a primary input. The largest incremental delay on the critical path stands at slightly above 600 ps.

Buffers inserted during clock tree synthesis total 51. The highest supply drop recorded on VDD is 0.188 mV. The first-pass GRT wire length stands at 108 mm. Across all checked pins, the minimum headroom to the slew limit is 0.394. The final-report hold violation count stands at 0. The number of instances in the synthesized netlist stands at 1631. In the Yosys report the total cell count is 1631. After global routing the overflow that remains totals 0. The die covers 45900 µm². Fill cells in the final layout number roughly 3400.

The buffer_ports step reported a buffer count of 112. The final setup violation count stands at 0. Per the post-synthesis stats, the area per cell is 13.8 µm². Row generation in the floorplan step produced 77 rows.

The starting density of the core stands at 0.508. The sequential cells in the finished layout cover a total of 14400 µm². The max capacitance violation total stands at 0.

The final timing summary puts the cycle share of the worst path at 0.848. The die is 214 µm wide.
-- stage by stage --
stage          instances  hold slack [ps]
2_1_floorplan       1631             1430
3_3_place_gp        2275             1890
3_5_place_dp        2275             1900
4_1_cts             2365             1270
5_1_grt             2365             1330
6_report            2369             1290
-- flip-flops by register name (all words and copies together), names as in the netlist --
name,count
o_valid,1
rf,480
-- placed cells by master, fill, tap and decap left out, drive strengths merged, types with 6 or more instances in the layout --
| master | netlist | routed |
|---|---|---|
| a2111oi | 15 | 15 |
| or2 | 14 | 14 |
| nand2b | 6 | 6 |
| edfxtp | 480 | 480 |
| a222oi | 14 | 14 |
| a21oi | 84 | 84 |
| o21a | 7 | 7 |
| buf | 70 | 93 |
| o22ai | 14 | 14 |
| nor3 | 8 | 8 |
| clkdlybuf4s50 | 0 | 104 |
| nor2 | 90 | 90 |
| nor3b | 7 | 7 |
| nand3 | 16 | 16 |
| nor2b | 19 | 19 |
| a211oi | 23 | 23 |
| a31oi | 23 | 23 |
| a32o | 14 | 14 |
| and2 | 8 | 8 |
| nand2 | 107 | 107 |
| a221o | 14 | 14 |
| o21ai | 40 | 40 |
| a22oi | 77 | 77 |
| a221oi | 71 | 71 |
| mux2 | 89 | 89 |
| a22o | 67 | 67 |
| a32oi | 18 | 18 |
| mux2i | 114 | 114 |
| clkinv | 0 | 17 |
| clkbuf | 75 | 69 |
| a41oi | 9 | 9 |
-- cells by family (layout without fill, tap and decap cells) --
logic type             after synthesis  in the layout
other                                0              4
buffers and inverters              146            288
AND/OR/NAND/NOR                    287            287
multiplexers                       207            207
flip-flops                         481            481
AND-OR/OR-AND                      510            510
-- final cells by class --
type | instances | share of cell area
well taps | 592 | 0.0286
clock inverters | 21 | 0.00483
inverters | 1 | 0.000145
diodes | 4 | 0.000386
multi-input cells | 1004 | 0.290
clock buffers | 69 | 0.0518
flip-flops and latches | 481 | 0.557
repair buffers | 197 | 0.0675
-- cell usage after synthesis, drive strengths merged, types with 6 or more instances --
| library cell | count | area share |
|---|---|---|
| a32oi | 18 | 0.0070 |
| mux2 | 89 | 0.045 |
| nand3 | 16 | 0.0036 |
| nand2 | 107 | 0.018 |
| a32o | 14 | 0.0062 |
| a211oi | 23 | 0.0077 |
| a2111oi | 15 | 0.0061 |
| buf | 70 | 0.018 |
| o21ai | 40 | 0.0089 |
| clkbuf | 75 | 0.013 |
| nor3b | 7 | 0.0026 |
| nor2 | 90 | 0.015 |
| nor2b | 19 | 0.0059 |
| and2 | 8 | 0.0022 |
| nor3 | 8 | 0.0018 |
| a222oi | 14 | 0.0062 |
| or2 | 14 | 0.0039 |
| a22oi | 77 | 0.026 |
| a221o | 14 | 0.0062 |
| o21a | 7 | 0.0023 |
| o22ai | 14 | 0.0039 |
| a31oi | 23 | 0.0064 |
| edfxtp | 480 | 0.64 |
| mux2i | 114 | 0.051 |
| a221oi | 71 | 0.028 |
| nand2b | 6 | 0.0017 |
| a41oi | 9 | 0.0035 |
| a22o | 67 | 0.026 |
| a21oi | 84 | 0.019 |
-- layer usage --
layer | vias up | wire (µm) | part of all wire | GRT usage
li1 | 6870 | - | - | -
met1 | 7783 | 25900 | 0.35 | 0.468
met2 | 1250 | 34000 | 0.46 | 0.511
met3 | 178 | 12000 | 0.16 | 0.238
met4 | 6 | 2660 | 0.036 | 0.116
met5 | - | 174 | 0.0023 | 0.0438
-- worst min path at each step --
stage	from	endpoint	slack, ps	depth (start not counted)
final	i_reset	o_valid	1290	2
after global routing	i_reset	o_valid	1330	2
after CTS	i_reset	o_valid	1270	2
-- where the power goes --
group	switching, µW	internal, µW
Sequential	15.1	3300
Clock	1110	1410
Combinational	395	270
Power and IR drop assume default switching activity.
